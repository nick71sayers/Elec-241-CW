--- /design/flow/design.v ---
module moore_v2(
    input wire clk,
    input wire reset,
    input wire x,
    output reg y
);
    typedef enum logic [1:0] {
        A,
        B,
        C,
        D
    } state_t;
    state_t state_reg;
    always_comb begin
        case(state_reg)
            A: y = 1'b0;
            B: y = x;
            C: y = 1'b0;
            D: y = ~x;
        endcase
    end
    always_ff @(posedge clk, negedge reset) begin
        if (!reset) begin
            state_reg <= A;
        end else begin
            case(state_reg)
                A: state_reg <= x ? B : A;
                B: state_reg <= x ? D : C;
                C: state_reg <= x ? D : A;
                D: state_reg <= x ? C : B;
            endcase
        end
    end
endmodule
--- /design/flow/run.sh ---
#!/bin/bash
# OpenROAD 26Q1-2900-gdf79404cd8, Yosys 0.63+post, stock flow scripts
make -C /OpenROAD-flow-scripts/flow DESIGN_CONFIG=/design/flow/config.mk WORK_HOME=/design/flow/orfs finish
--- /design/flow/config.mk ---
export PLATFORM = sky130hd
export DESIGN_NAME = moore_v2
export DESIGN_NICKNAME = moore_v2
export VERILOG_FILES = /design/flow/design.v
export SDC_FILE = /design/flow/constraint.sdc
export NUM_CORES = 4
export LEC_CHECK = 1
export CORE_AREA = 10 10 70 70
export DIE_AREA = 0 0 80 80
--- /design/flow/constraint.sdc ---
current_design moore_v2

set clk_period 1.0
set clk_io_pct 0.2

create_clock -name clk0 -period $clk_period [get_ports {clk}]

set non_clock_inputs [all_inputs -no_clocks]
set_input_delay [expr $clk_period * $clk_io_pct] -clock clk0 $non_clock_inputs
set_output_delay [expr $clk_period * $clk_io_pct] -clock clk0 [all_outputs]
==> qor.yml <==
final_timing:
  finalClockSkew_ns: 0.00376
  setup_viol: 1
  max_freq_ghz: 0.689
  timing.final.crit_share_pct: 145
  grt_setup_unrepaired: "true"
  final-hold-violation-count: 0
  maxSlewViolCount: 0
  min_period_ns: 1.45
  slew_headroom_pct: 87.6
  postLayoutSetupSlackWorst_ns: -0.452
  tightest_slew_ns: 0.186
setup_path:
  path_class: "reg -> out"
  rr_worst_depth: 2
  cp-start-kind: "register"
  arrival_ns: 1.25
  critPathLaunch: "state_reg[1]"
  critical_path_required_ns: 0.80
  critPathSlowestCell: "or4b_1"
  critical_path.max_stage_delay_ns: 0.49
  path_cells: "or4b_1 -> nand2_1 -> buf_2"
  crit_family: "simple AND/OR/NAND/NOR gates"
  crit_fanout: 2
  r2r_slack_ns: 0.11
  timing.rr.end: "state_reg[1]"
  end_kind: "output port"
  r2r_start: "state_reg[3]"
  cp_num_buf_inv: 1
power_and_ir_drop:
  intPower_mw: 0.392
  power_frac_seq_pct: 39.2
  totalPowerFinal_mw: 0.504
  combPwrFrac_pct: 17.6
  power_switching_mw: 0.111
  p_leak_nw: 0.135
  p_clk_share_pct: 43.2
  power.share.switching_pct: 22.1
  ir_worst_vdd_mv: 0.215
  power.density_nw_per_um2: 1660
logic_synthesis:
  synthDistinctLibCells: 8
  ys_seq_share_pct: 65.3
  synth.cell_area_sq_um: 155
  ys_ff: 4
  synth.avg_cell_area_sq_um: 11.9
  ys_area_sq_um: 155
  ys_cells: 13
  synthCells: 13
  yosysWarnings: 1
clocking:
  cts_made_buffers: 3
  cts_tree: "yes"
  clk_pin_slew_worst_paths_ns: 0.04
  root_buffer: "clkbuf_4"
  clk_path_buf_depth: 2
  cts.sinks: 4
  htreeDepth: 1
  clkLatencyLatePin_ns: 0.23
drt:
  dr.first_iter.drc_count: 0
  vias: 140
  post_drt_wl_per_cell_um: 6.00
  drcViolationCount: 0
  routed_wl_um: 426
  antennaDiodeCount: 0
  antenna_left: 0
  first_pass_iters: 1
  via_per_inst: 1.97
global_routing:
  grt_max_degree: 6
  antenna_found_initial: 0
  grt_pass1_wl_um: 828
  grt_overflow_total: 0
  grtUsageTotal_pct: 1.76
  grt_pass1_vias: 176
placed_design:
  dpl_cell_area_sq_um: 280
  port_buffers: 3
  dpl.hpwl_um: 308
  place_congestion: 0.690
  placed_cells: 67
layout:
  drive_above_1_share_pct: 44.0
  fillerInstances: 408
  layout.cells.non_filler: 71
  largest_reg_flops: 4
  syn2layout_area_growth_pct: 96.0
  stdcell_area_sq_um: 304
floorplan:
  core-area_sq_um: 3420
  initial_core_util_pct: 4.54
  die_x_um: 80
  die_h_um: 80
  ioPinCount: 4
  die_area_sq_um: 6400
  placementRows: 21
hold_path:
  hold_path.class: "in -> async"
run_status:
  status: "finished, violations left"
  violations: "negative setup slack"
flow_run:
  maxCapViolCount: 0
  tool_warnings: 28
## worst reg2reg max path, cell delays in order (launching register included)
cell and delay (ns):
dfrtp_1 0.38, buf_4 0.14, mux2_2 0.26
## cell families after synthesis
family / synth area share (%)
AND/OR/NAND/NOR: 22.6
flip-flops: 65.3
multiplexers: 7.26
AND-OR/OR-AND: 4.84
## per-stage QoR
step | setup TNS (ns) | hold WS, ns | setup slack (ns) | util [%]
after floorplan | -0.0909 | -0.0956 | -0.0909 | -
after global placement | -1.24 | 0.410 | -0.819 | 8.21
after detailed placement | -1.31 | 0.415 | -0.835 | 8.21
after CTS | -0.494 | 0.161 | -0.494 | 8.90
after global routing | -0.526 | 0.172 | -0.526 | 8.90
final | -0.452 | 0.168 | -0.452 | 8.90
## timing repair
item                                   4_1_cts  5_1_grt
gates resized                                5        0
setup endpoints to repair                    2        1
hold buffers                                 0        0
buffers inserted                             0        0
pin swaps                                    2        2
endpoints found under the hold margin        0        0
## layout by cell type (no fill, tap or decap), drive strengths merged, types with 2 or more instances in the layout
| cell | netlist | routed |
|---|---|---|
| buf | 0 | 6 |
| dfrtp | 3 | 3 |
| nand2 | 3 | 3 |
| clkbuf | 0 | 4 |
| nor2 | 2 | 2 |
## cell usage after synthesis, drive strengths merged
master	count	area share, %
o21a	1	4.8
mux2	1	7.3
nand2b	1	4.0
dfrtp	3	48
or4b	1	6.5
nor2	2	4.8
nand2	3	7.3
dfstp	1	17
## routing by layer
metal | GRT usage [%] | wire (um) | up-vias
li1 | - | - | 66
met1 | 1.60 | 170 | 68
met2 | 2.17 | 155 | 6
met3 | 2.61 | 99 | 0
met4 | 0.352 | 0 | 0
met5 | 0 | 0 | -
## worst max-delay path by stage
stage         slack, ns  to  cells after the start
CTS               -0.49   y                      3
global route      -0.53   y                      3
finish            -0.45   y                      3
## power groups by stage
stage         clock network, mW  registers [mW]  logic [mW]
finish                    0.218           0.197      0.0885
CTS                       0.230           0.197      0.0902
global route              0.243           0.202      0.0990
## final cells by class
type / count / area [sq um] / area share [%]
flip-flops and latches: 4 / 101 / 33.3
repair buffers: 8 / 65.1 / 21.4
well taps: 46 / 57.6 / 18.9
multi-input cells: 9 / 53.8 / 17.7
clock buffers: 4 / 26.3 / 8.64
Power is estimated from default activity; no workload was simulated.
